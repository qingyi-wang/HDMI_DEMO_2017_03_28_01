$ cat ./design.v
`timescale 1ns / 1ps
module SpiCtrl(
    CLK,
    RST,
    SPI_EN,
    SPI_DATA,
    SDO,
    SCLK,
    SPI_FIN
    );
    input CLK;
    input RST;
    input SPI_EN;
    input [7:0] SPI_DATA;
    output SDO;
    output SCLK;
    output SPI_FIN;
	wire  SDO, SCLK, SPI_FIN;
	reg [39:0] current_state = "Idle";		 
	reg [7:0] shift_register = 8'h00;		 
	reg [3:0] shift_counter = 4'h0;			 
	wire clk_divided;						 
	reg [4:0] counter = 5'b00000;				 
	reg temp_sdo = 1'b1;							 
	reg falling = 1'b0;							 
	assign clk_divided = ~counter[4];
	assign SCLK = clk_divided;
	assign SDO = temp_sdo;
	assign SPI_FIN = (current_state == "Done") ? 1'b1 : 1'b0;
	always @(posedge CLK) begin
			if(RST == 1'b1) begin							 
				current_state <= "Idle";
			end
			else begin
				case(current_state)
					"Idle" : begin
						if(SPI_EN == 1'b1) begin
							current_state <= "Send";
						end
					end
					"Send" : begin
						if(shift_counter == 4'h8 && falling == 1'b0) begin
							current_state <= "Done";
						end
					end
					"Done" : begin
						if(SPI_EN == 1'b0) begin
							current_state <= "Idle";
						end
					end
					default : current_state <= "Idle";
				endcase
			end
	end
	always @(posedge CLK) begin
			if(current_state == "Send") begin
				counter <= counter + 1'b1;
			end
			else begin
				counter <= 5'b00000;
			end
	end
	always @(posedge CLK) begin
			if(current_state == "Idle") begin
					shift_counter <= 4'h0;
					shift_register <= SPI_DATA;
					temp_sdo <= 1'b1;
			end
			else if(current_state == "Send") begin
					if(clk_divided == 1'b0 && falling == 1'b0) begin
							falling <= 1'b1;
							temp_sdo <= shift_register[7];
							shift_register <= {shift_register[6:0],1'b0};
							shift_counter <= shift_counter + 1'b1;
					end
					else if(clk_divided == 1'b1) begin
						falling <= 1'b0;
					end
			end
	end
endmodule
$ cat ./run.sh
#!/bin/bash
# OpenROAD 26Q1-2900-gdf79404cd8, Yosys 0.63+post, stock flow scripts
make -C /OpenROAD-flow-scripts/flow DESIGN_CONFIG=/design/flow/config.mk WORK_HOME=/design/flow/orfs finish
$ cat ./config.mk
export PLATFORM = sky130hd
export DESIGN_NAME = SpiCtrl
export DESIGN_NICKNAME = SpiCtrl
export VERILOG_FILES = /design/flow/design.v
export SDC_FILE = /design/flow/constraint.sdc
export NUM_CORES = 4
export LEC_CHECK = 1
export CORE_AREA = 10 10 110 110
export DIE_AREA = 0 0 120 120
$ cat ./constraint.sdc
current_design SpiCtrl

set clk_period 3.8
set clk_io_pct 0.2

create_clock -name clk0 -period $clk_period [get_ports {CLK}]

set non_clock_inputs [all_inputs -no_clocks]
set_input_delay [expr $clk_period * $clk_io_pct] -clock clk0 $non_clock_inputs
set_output_delay [expr $clk_period * $clk_io_pct] -clock clk0 [all_outputs]
==> results.tsv <==
stage	metric	value	unit
drt	route.antenna.remaining_nets	0	
drt	num_vias	825	
timing	timing.final.max_slew_violations	0	
synthesis	syn-cell-area	1150	um2
synthesis	yosys_register_bits	25	
synthesis	synth.top_cells.by_count	sky130_fd_sc_hd__dfxtp_1, sky130_fd_sc_hd__edfxtp_1, sky130_fd_sc_hd__a21oi_1, sky130_fd_sc_hd__mux2_1, sky130_fd_sc_hd__nand3_1	
outcome	status	completed	
drt	drt_first_iter_violations	55	
clock_tree	cts_hold_repair.buffers	0	
hold_path	hp-class	flip-flop to flip-flop	
drt	wire_per_inst	9.73	um
timing	timing.max_slew.rel_slack	46.9	%
timing	min_period_over_period	66.6	%
clock_tree	cts-resized-gates	0	
clock_tree	htree_num_levels	1	
setup_path	critPathTopFamily	simple AND/OR/NAND/NOR gates	
timing	fmax	395	MHz
drt	diodes	0	
timing	worst_case_clock_skew	5.75	ps
floorplanning	fp_util	11.8	%
timing	layout_setup_ws	1270	ps
run	max_cap_violation_count	0	
placed_design	place.port_buffers	13	
setup_path	timing.critical_path.buf_inv	2	
finish	finalInstanceArea	1490	um2
finish	flow.area_growth_from_synthesis	29.9	%
power	switchingPower	0.124	mW
synthesis	yosys_cells	99	
floorplanning	io-pin-count	14	
setup_path	cp-start-kind	flip-flop	
power	design_power_total	0.543	mW
clock_tree	clock_tree_from_tritoncts	done	
synthesis	syn_avg_cell_area	11.6	um2
finish	layout_cells_sized_above_1	6.90	%
setup_path	crit_path_max_incr_delay	460	ps
power	seqPwrFrac	58.5	%
drt	post-route-drc-count	0	
floorplanning	placeableCoreArea	9770	um2
power	power.ir.vdd_worst	186	uV
setup_path	timing_worst_setup_path_type	flip-flop to output port	
power	combinationalPowerShare	13.0	%
floorplanning	horizontal_die_dimension	120	um
synthesis	ys_seq_share	51.4	%
placed_design	post-place-ws	1600	ps
synthesis	adder_share	3.26	%
placed_design	number_of_placed_instances_with_taps_included	245	
synthesis	synth_compound_gate_area_share	9.68	%
power	static-leakage-power	0.493	nW
setup_path	timing.critical_path.cells	nor4bb_1 -> nand2_1 -> inv_1 -> clkdlybuf4s50_1	
synthesis	synth_top_flop_cell	sky130_fd_sc_hd__dfxtp_1	
grt	grt_remaining_overflow	0	
clock_tree	cts_buffers	3	
clock_tree	clk-insertion-delay-late	270	ps
synthesis	synthCells	99	
grt	grt_pass1_vias	807	
grt	track_usage	3.46	%
grt	antenna_found_initial	0	
placed_design	placement.cell_area	1450	um2
setup_path	crit_slowest_cell	sky130_fd_sc_hd__clkdlybuf4s50_1	
drt	via_per_inst	3.31	
timing	period_minus_slack	2530	ps
clock_tree	cts_setup_buffers	0	
placed_design	gp_routability_congestion	0.810	
synthesis	ys_area	1150	um2
clock_tree	cts.clk_slew.worst_paths	80	ps
timing	final_hold_viol_count	0	
synthesis	logic_family	simple AND/OR/NAND/NOR gates	
setup_path	endpoint_kind	output port	
synthesis	yosys.cell_count.top_type	sky130_fd_sc_hd__dfxtp_1	
floorplanning	rows	36	
power	clkPwrFrac	28.5	%
clock_tree	max-clock-path-buffers	2	
drt	drt_first_pass_iters	4	
power	sw_frac_of_total	22.8	%
synthesis	yosys_warnings	1	
clock_tree	cts-root-buf	sky130_fd_sc_hd__clkbuf_8	
synthesis	synth_top_area_share	27.9	%
clock_tree	cts.sink_count	25	
timing	setup_viol_count_final	0	
setup_path	worst_ep_arrival_time	1770	ps
synthesis	yosysUniqueCellTypes	33	
grt	grt_first_pass_wirelength	4140	um
setup_path	critPathRequiredTime	3040	ps
run	log.warning_count	26	
finish	instances_no_fill	249	
floorplanning	design.die.area	14400	um2
synthesis	synth_area_leader_cell	sky130_fd_sc_hd__dfxtp_1	
synthesis	async_flop_share	0	%
timing	timing_worst_slew_pin_value	795	ps
timing	rsz0062_at_grt	false	
setup_path	critical_path.max_fanout	5	
finish	fillerInstances	1101	
synthesis	yosys.area_share.simple	23.6	%
synthesis	muxShareOfSynthArea	7.73	%
floorplanning	die_h	120	um
placed_design	hpwl_after_detailed_placement	1800	um
synthesis	ys_sh_xor	2.29	%
grt	grt_max_degree	14	
power	power_density	363	nW/um2
timing	finalSetupTns	0	ps
synthesis	enable_flop_cells	9	
synthesis	netlist_top_cells_area	sky130_fd_sc_hd__dfxtp_1, sky130_fd_sc_hd__edfxtp_1, sky130_fd_sc_hd__mux2_1, sky130_fd_sc_hd__nand4bb_1, sky130_fd_sc_hd__ha_1	
power	p_int	0.419	mW
drt	totalWireLength	2420	um
[layout by cell type (no fill, tap or decap), types with 2 or more instances in the layout]
cell type                          n
sky130_fd_sc_hd__o31ai_1           2
sky130_fd_sc_hd__a21oi_1           7
sky130_fd_sc_hd__clkdlybuf4s50_1  13
sky130_fd_sc_hd__nand4_1           3
sky130_fd_sc_hd__inv_1             4
sky130_fd_sc_hd__xnor2_1           2
sky130_fd_sc_hd__nor2_1            4
sky130_fd_sc_hd__a21o_1            3
sky130_fd_sc_hd__nand3_1           7
sky130_fd_sc_hd__mux2_1            7
sky130_fd_sc_hd__nor2b_1           3
sky130_fd_sc_hd__ha_1              3
sky130_fd_sc_hd__nand2_1           2
sky130_fd_sc_hd__edfxtp_1          9
sky130_fd_sc_hd__nor4bb_1          2
sky130_fd_sc_hd__clkbuf_8          3
sky130_fd_sc_hd__nand4bb_1         4
sky130_fd_sc_hd__o21ai_0           4
sky130_fd_sc_hd__and3_1            2
sky130_fd_sc_hd__dfxtp_1          16
[metal layers]
layer / vias up / share of wire [%] / wire, um / GRT usage [%]
met3: 4 / 5.9 / 142 / 1.29
li1: 407 / - / - / -
met4: 0 / 1.4 / 34 / 0.528
met2: 22 / 38 / 916 / 4.57
met5: - / 0 / 0 / 0
met1: 392 / 55 / 1330 / 5.28
[through the flow]
step	util (%)	hold WS [ps]
after global placement	14.8	435
after global routing	15.3	490
final	15.3	455
after floorplan	-	418
after detailed placement	14.8	446
after CTS	15.3	460
[kinds of logic after synthesis]
| family | after synthesis |
|---|---|
| flip-flops | 25 |
| AND/OR/NAND/NOR | 36 |
| AND-OR/OR-AND | 18 |
| XOR/XNOR | 3 |
| buffers and inverters | 6 |
| adder cells (fa/ha/maj) | 3 |
| multiplexers | 8 |
[worst paths after layout]
path / start / endpoint / slack (ps) / cells past startpoint
worst max-delay path: current_state[26]$_SDFFE_PP0P_ / SPI_FIN / 1270 / 4
worst min register to register: counter[0]$_SDFF_PN0_ / counter[0]$_SDFF_PN0_ / 460 / 1
worst min-delay path: counter[0]$_SDFF_PN0_ / counter[0]$_SDFF_PN0_ / 460 / 1
worst max register to register: current_state[24]$_SDFFE_PP1P_ / shift_register[7]$_DFFE_PP_ / 1700 / 4
[power by group through the flow]
| stage | sequential, mW | clock (mW) | combinational (mW) |
|---|---|---|---|
| after global routing | 0.321 | 0.178 | 0.0771 |
| after CTS | 0.318 | 0.160 | 0.0713 |
| final | 0.318 | 0.155 | 0.0705 |
[state kept, by name, indices dropped and copies added, names as in the netlist]
name            count
counter             5
shift_counter       4
shift_register      8
current_state       6
temp_sdo            1
falling             1
[final cells by class]
class                           instances  area [um2]  area share [%]
Sequential cell                        25         591            39.5
Tap cell                              133         166            11.1
Multi-Input combinational cell         68         536            35.8
Timing Repair Buffer                   14         138            9.21
Clock buffer                            4        45.0            3.02
Inverter                                5        18.8            1.26
Power figures rest on the tool's default switching activity, not on a simulated workload.
