[run.sh]
#!/bin/bash
# OpenROAD 26Q1-2900-gdf79404cd8, Yosys 0.63+post, stock flow scripts
make -C /OpenROAD-flow-scripts/flow DESIGN_CONFIG=/design/flow/config.mk WORK_HOME=/design/flow/orfs finish
[design.v]
`timescale 1ns / 1ps
module Delay(
    CLK,
    RST,
    DELAY_MS,
    DELAY_EN,
    DELAY_FIN
    );
    input CLK;
    input RST;
    input [11:0] DELAY_MS;
    input DELAY_EN;
    output DELAY_FIN;
	wire DELAY_FIN;
	reg [31:0] current_state = "Idle";						 
	reg [16:0] clk_counter = 17'b00000000000000000;		 
	reg [11:0] ms_counter = 12'h000;							 
	assign DELAY_FIN = (current_state == "Done" && DELAY_EN == 1'b1) ? 1'b1 : 1'b0;
	always @(posedge CLK) begin
			if(RST == 1'b1) begin
					current_state <= "Idle";
			end
			else begin
					case(current_state)
							"Idle" : begin
									if(DELAY_EN == 1'b1) begin
											current_state <= "Hold";
									end
							end
							"Hold" : begin
									if(ms_counter == DELAY_MS) begin
											current_state <= "Done";
									end
							end
							"Done" : begin
									if(DELAY_EN == 1'b0) begin
											current_state <= "Idle";
									end
							end
							default : current_state <= "Idle";
					endcase
			end
	end
	always @(posedge CLK) begin
			if(current_state == "Hold") begin
					if(clk_counter == 17'b11000011010100000) begin		 
							clk_counter <= 17'b00000000000000000;
							ms_counter <= ms_counter + 1'b1;					 
					end
					else begin
							clk_counter <= clk_counter + 1'b1;
					end
			end
			else begin																 
					clk_counter <= 17'b00000000000000000;
					ms_counter <= 12'h000;
			end
	end
endmodule
[constraint.sdc]
current_design Delay

set clk_period 4.5
set clk_io_pct 0.2

create_clock -name clk0 -period $clk_period [get_ports {CLK}]

set non_clock_inputs [all_inputs -no_clocks]
set_input_delay [expr $clk_period * $clk_io_pct] -clock clk0 $non_clock_inputs
set_output_delay [expr $clk_period * $clk_io_pct] -clock clk0 [all_outputs]
[config.mk]
export PLATFORM = sky130hd
export DESIGN_NAME = Delay
export DESIGN_NICKNAME = Delay
export VERILOG_FILES = /design/flow/design.v
export SDC_FILE = /design/flow/constraint.sdc
export NUM_CORES = 4
export LEC_CHECK = 1
export CORE_AREA = 10 10 102 102
export DIE_AREA = 0 0 112 112
==> summary.txt <==
Implementation results are summarized by area below.

Setup path
For reference, the most critical setup path is categorized as in -> out. The worst setup path is captured at an output port. Listed in order, past its start point the critical path passes clkdlybuf4s50_1, nand2_1, or4_1, inv_1, clkdlybuf4s50_1. Per STA, the highest per-stage delay on the worst path measures approximately 0.56 ns. Per the STA report, the cell with the highest stage delay on the worst path is or4_1.

The worst setup path is launched from a primary input. Per the timing report, the biggest fanout along the worst path comes to 5. The critical path data arrival time is 2.52 ns. The startpoint of the most critical register-to-register path is clk_counter[12].

The count of cells along the worst register-to-register path is 4. For the worst reg-to-reg path, the endpoint reported by OpenROAD is ms_counter[10]. The cell type group with the largest total delay on the critical path is buffers and inverters. In this design, the critical path's most frequently occurring cell is clkdlybuf4s50_1.

The required time at the worst endpoint is listed as 3.60 ns. Together, buffers and inverters on the worst path number 3. The timing report gives the worst reg2reg path a setup slack of 2.53 ns.

Synth
Once synthesis finished, the tally of register bits stood at 34. The cell type that accounts for the most area after synthesis is dfxtp_1. The flip-flop cell with the highest count after synthesis is dfxtp_1.

Before any placement, the netlist area is recorded as between 1500 and 2000 µm². The synthesis report lists the most area-consuming cells as dfxtp_1 39%, xnor2_1 11%, nor2_1 5.6%. The number of flops mapped to enable cells by yosys is 0. The share of the Yosys chip area taken by registers is 39.39%.

In the synthesized netlist, the number of instances is 199. The post-synthesis cell type count is 34. The share of synthesized area in the top cell type comes to 39.39%.

For this run the top cell type by instance count after synthesis was dfxtp_1. Yosys stat counts 199 cells in the synthesized netlist. Warnings reported by Yosys during synthesis add up to 1. Of all flip-flops after synthesis, the portion carrying an async set or reset was 0%. The Yosys chip area is 1728 µm². For reference, the top cells by count after synthesis are 34 x dfxtp_1, 26 x nor2_1, 22 x xnor2_1, 11 x nand2_1. The average cell area after synthesis is 8.683 µm².

Final timing
The remaining max-slew budget at the tightest pin is around 60%. The final worst-path cycle share is 75.90%. Setup repair after global routing left no endpoint under its margin. Subtracting the final worst setup slack from the clock period gives 3.415 ns. Counting endpoints that fail hold in the final report gives 0.

After layout, the setup clock skew is reported as 0.004043 ns. The setup TNS is 0 ns. The max-slew violation count is 0. The pin slew with the least headroom to its limit is a little under 0.6 ns.

The highest achievable clock rate is 0.2928 GHz. On the final layout, the worst hold slack is between 0.4 and 0.5 ns. The final setup violation count is 0.

Route
The detailed-route vias per instance is 4.435. According to the report, the first pass of detailed routing completed in 4 iterations. Nets still carrying antenna violations after routing amount to 0. The wire length recorded after detailed routing is 3569 µm.

The detailed-route DRC error count is 0. Detailed routing inserted a total of around 1400 vias. The number of antenna cells inserted is 0. Per the log, the first TritonRoute iteration ended with a DRC count of 41. For this sky-water flow run, the detailed-routed wirelength per cell is reported as 11.08 µm.

Floorplanning
Per the OpenROAD floorplan log, the area of the die is 12540 µm². The placeable core area is 8217 µm². The I/O pin count is 16. The horizontal die dimension is 112 µm. At the floorplan stage, the core utilization is reported as 21.03%. The count of standard-cell rows is 33.

The y dimension of the die is approximately 110 µm.

Placement
The quantity of I/O buffers inserted on ports is 15. The sum of net half-perimeters after detailed placement is 2622 µm. The weighted congestion at the end of routability-driven global placement is 0.8424.

Power
The power per unit of standard cell area is 281.8 nW/µm². The worst IR drop on VDD is 98.15 µV. The leakage power is approximately 0.63 nW.

Clock tree
Clock latency on the worst-skew pair, taken at its later pin, is between 0.2 and 0.3 ns. The clock passes through at most 2 buffers. Hold repair after CTS inserted 0 buffers.

The clock buffer count from CTS is 5. The H-tree depth is 2. The report lists the number of cells resized after CTS as 0. The clock-pin transition on the worst setup and hold timing paths is 0.06 ns. The clock tree root driver cell is clkbuf_8. TritonCTS built the clock tree.

The number of post-CTS setup repair buffers is 0. TritonCTS reports the number of clock sinks as 34.

Global routing
In the global route stage, overall resource usage came out at about 5.5%. The via count of the first global-routing pass is 1303. The first global-routing pass estimated 6147 µm of wire. The pin count of the biggest net entering global routing is 19. Recorded from the global router log, the overflow total was 0.

The initial antenna violation count is 0.

Worst hold path
In this run the most critical hold path is launched from clk_counter[0]. Counting instances, the worst hold path has a depth of 1. Looking at the hold checks, the worst path lands on clk_counter[0]. The worst min-delay path class is reg -> reg.

Run status
The flow ran to the end, and the final reports show no timing, DRC or antenna violations.

Flow run
The number of max-cap violations is 0. The stage-log warning count is 26.

Finish
Of the cells placed in the final design, the portion with a size suffix greater than 1 is 5.991%. The area growth from synthesis to final layout is 21.43%.
flip-flops by register name, summed over array words and instances (netlist names):
name and cells:
clk_counter 17, current_state 5, ms_counter 12
metrics by stage:
stage               cell area [µm²]   power, W  util, %  worst slack, ns  std cells
global route                   2098  0.0006143    25.54            1.021        322
CTS                            2098  0.0006000    25.54            1.075        322
detailed placement             1988  0.0003366    24.20            1.077        314
finish                         2098  0.0005914    25.54            1.085        322
global placement               1988  0.0003359    24.20            1.082        314
floorplan                      1728  0.0003211        -            2.075        199
cells in the final DEF, fill, tap and decap left out, drive strengths merged:
cell type,n
dfxtp,34
nor2,26
xnor2,22
clkdlybuf4s50,15
nand2,11
inv,10
a21oi,10
nand3,10
nand4,10
or4,8
clkbuf,8
o31ai,7
nor4,7
nor3,6
xor2,5
nand2b,4
or3,3
ha,3
o21ai,2
mux2i,2
and3,2
a21o,2
nor4b,2
and4bb,1
and4b,1
and2,1
mux2,1
a41o,1
o211ai,1
a41oi,1
and4,1
worst max-delay path by stage:
| stage | startpoint | end | slack [ns] | cells after the start |
|---|---|---|---|---|
| finish | DELAY_EN | DELAY_FIN | 1.08 | 5 |
| global route | DELAY_EN | DELAY_FIN | 1.02 | 5 |
| CTS | DELAY_EN | DELAY_FIN | 1.07 | 5 |
kinds of logic (layout without fill, tap and decap cells):
kind of cell    Yosys count  after routing  share of synthesized area, %
buf+inv                  15             33                         3.404
compound gates           24             24                         8.907
xor+xnor                 27             27                         13.69
mux                       3              3                         1.810
fa+ha+maj                 3              3                         2.173
flops                    34             34                         39.39
simple gates             93             93                         30.63
power breakdown:
group	total, W	switching [W]	internal (W)
clock network	0.000262	0.000107	0.000154
logic	0.0000256	0.00000884	0.0000167
registers	0.000304	0.00000114	0.000303
total	0.000591	0.000117	0.000474
per-layer routing:
metal  global-route usage [%]  wire [µm]  up-vias
met4                    1.184         55        0
met3                   0.8143        122        4
met1                    8.078       1820      647
met2                    8.236       1571       28
li1                         -          -      749
met5                        0          0        -
final cells by class:
class	instances	area [µm²]
clock buffer	8	110.1
fill	853	6118
inverter	10	37.54
multi-input combinational	150	988.4
sequential	34	680.7
tap	105	131.4
timing repair buffer	15	150.1
Power figures rest on the tool's default switching activity, not on a simulated workload.
