$ cat constraint.sdc
current_design cmos_decode

set clk_period 1.1
set clk_io_pct 0.2

create_clock -name clk0 -period $clk_period [get_ports {cmos_clk_i}]
create_clock -name clk1 -period $clk_period [get_ports {cmos_pclk_i}]

set non_clock_inputs [all_inputs -no_clocks]
set_input_delay [expr $clk_period * $clk_io_pct] -clock clk0 $non_clock_inputs
set_output_delay [expr $clk_period * $clk_io_pct] -clock clk0 [all_outputs]
$ cat config.mk
export PLATFORM = sky130hd
export DESIGN_NAME = cmos_decode
export DESIGN_NICKNAME = cmos_decode
export VERILOG_FILES = /design/flow/design.v
export SDC_FILE = /design/flow/constraint.sdc
export NUM_CORES = 4
export LEC_CHECK = 1
export CORE_AREA = 10 10 98 98
export DIE_AREA = 0 0 108 108
$ cat design.v
`timescale 1ns / 1ps
module cmos_decode(
	input cmos_clk_i, 
	input rst_n_i, 
	input cmos_pclk_i, 
	input cmos_href_i, 
	input cmos_vsync_i, 
	input[7:0]cmos_data_i, 
	output cmos_xclk_o, 
	output hs_o, 
	output vs_o, 
	output reg [15:0] rgb565_o, 
	output vid_clk_ce
    );
parameter[5:0]CMOS_FRAME_WAITCNT = 4'd15;
reg[4:0] rst_n_reg = 5'd0;
always@(posedge cmos_clk_i)
begin
	rst_n_reg <= {rst_n_reg[3:0],rst_n_i};
end
reg[1:0]vsync_d;
reg[1:0]href_d;
wire vsync_start;
wire vsync_end;
always@(posedge cmos_pclk_i)
begin
	vsync_d <= {vsync_d[0],cmos_vsync_i};
	href_d  <= {href_d[0],cmos_href_i};
end
assign vsync_start =  vsync_d[1]&(!vsync_d[0]);
assign vsync_end   = (!vsync_d[1])&vsync_d[0];
reg[6:0]cmos_fps;
always@(posedge cmos_pclk_i)
begin
	if(!rst_n_reg[4])
		begin
		cmos_fps <= 7'd0;
		end
	else if(vsync_start)
		begin
		cmos_fps <= cmos_fps + 7'd1;
		end
	else if(cmos_fps >= CMOS_FRAME_WAITCNT)
		begin
		cmos_fps <= CMOS_FRAME_WAITCNT;
		end
end
reg out_en;
always@(posedge cmos_pclk_i)
begin
	if(!rst_n_reg[4])
		begin
		out_en <= 1'b0;
		end
	else if(cmos_fps >= CMOS_FRAME_WAITCNT)
		begin
		out_en <= 1'b1;
		end
	else
		begin
		out_en <= out_en;
		end
end
reg	[7:0] cmos_data_d0;
reg	[15:0]cmos_rgb565_d0;
reg	byte_flag;
always@(posedge cmos_pclk_i)
begin
	if(!rst_n_reg[4])
		byte_flag <= 0;
	else if(cmos_href_i)
		byte_flag <= ~byte_flag;
	else
		byte_flag <= 0;
end
reg	byte_flag_r0;
always@(posedge cmos_pclk_i)
begin
	if(!rst_n_reg[4])
		byte_flag_r0 <= 0;
	else 
		byte_flag_r0 <= byte_flag;
end
always@(posedge cmos_pclk_i)
begin
	if(!rst_n_reg[4])
		cmos_data_d0 <= 8'd0;
	else if(cmos_href_i)
		cmos_data_d0 <= cmos_data_i;	 
	else if(~cmos_href_i) 
		cmos_data_d0 <= 8'd0;
end
always@(posedge cmos_pclk_i)
begin
	if(!rst_n_reg[4])
		rgb565_o <= 16'd0;
	else if(cmos_href_i&byte_flag)
		rgb565_o <= {cmos_data_d0,cmos_data_i};	 
	else if(~cmos_href_i) 
		rgb565_o <= 8'd0;
end
assign	vid_clk_ce = out_en ? (byte_flag_r0&hs_o)||(!hs_o) : 1'b0;
assign	vs_o = out_en ? vsync_d[1] : 1'b0;
assign	hs_o = out_en ? href_d[1] : 1'b0;
assign cmos_xclk_o = cmos_clk_i;	
endmodule
$ cat run.sh
#!/bin/bash
# OpenROAD 26Q1-2900-gdf79404cd8, Yosys 0.63+post, stock flow scripts
make -C /OpenROAD-flow-scripts/flow DESIGN_CONFIG=/design/flow/config.mk WORK_HOME=/design/flow/orfs finish
==> results.sh <==
# source this file to load flow results
export IMPL_status="finished, violations left"
export IMPL_violations="negative setup slack"
export IMPL_worstSetupPathType="flop to output pin"
export IMPL_numSynthFlops=43
export IMPL_worst_slack_ns=-0.0611
export IMPL_vias_per_cell=3.64
export IMPL_switching_share_pct=18.9
export IMPL_worst_pin_slew_ns=0.184
export IMPL_synth_area_per_cell_sq_um=11.1
export IMPL_drtPass1Iterations=4
export IMPL_grt_pass1_vias=1140
export IMPL_largest_register_ffs=16
export IMPL_warning_count=29
export IMPL_clk_pin_slew_ns=0.07
export IMPL_drt_iter0_drc=55
export IMPL_yosys_area_top_type_share_pct=60.8
export IMPL_syn_cell_area_sq_mm=0.00142
export IMPL_placed_cell_area_sq_mm=0.00195
export IMPL_ys_sh_xor_pct=0.618
export IMPL_fp_dieH_microns=108
export IMPL_synth_edff_count=0
export IMPL_coreArea_sq_mm=0.00765
export IMPL_utilization_pct=29.5
export IMPL_ff_type="dfxtp_1"
export IMPL_aoi_share_pct=5.30
export IMPL_io_pins=33
export IMPL_initCoreUtil_pct=18.5
export IMPL_pwr_share_clk_pct=52.2
export IMPL_wl_per_cell_microns=11.1
export IMPL_cts_tree="built"
export IMPL_ys_types=28
export IMPL_finalHoldViolCount=0
export IMPL_worstPathArrival_ns=0.94
export IMPL_synth_cells=128
export IMPL_grt_overflow=0
export IMPL_gp_congestion=0.749
export IMPL_ant_nets=0
export IMPL_finalSetupViolations=3
export IMPL_slowest_delay_ns=0.33
export IMPL_rsz0062_at_grt="yes"
export IMPL_grt_pass1_wl_mm=5.33
export IMPL_fin_total_pwr_uw=3810
export IMPL_vias=1059
export IMPL_reg_top3="rgb565_o: 16 flops, cmos_data_d0: 8 flops, cmos_fps: 7 flops"
export IMPL_drive_gt1_share_pct=38.6
export IMPL_cpMostUsedCell="buf_6"
export IMPL_place_inst=271
export IMPL_fin_hold_ws_ns=0.319
export IMPL_cp_start_kind="flop"
export IMPL_dp_hpwl_mm=2.32
export IMPL_ys_seq_share_pct=60.8
export IMPL_synthTopCellsByCount="43 x dfxtp_1, 20 x nor2_1, 17 x mux2i_1"
export IMPL_synth_most_common_cell="dfxtp_1"
export IMPL_num_antenna_cells=0
export IMPL_required_ns=0.88
export IMPL_die_x_microns=108
export IMPL_area_leaders="dfxtp_1 61%, mux2i_1 12%, nor2_1 5.3%"
export IMPL_routed_wl_mm=3.22
export IMPL_ir_worst_vdd_mv=0.856
export IMPL_crit_slowest_cell="dfxtp_2"
export IMPL_grt_util_all_layers_pct=5.65
export IMPL_finish_instance_area_sq_mm=0.00226
export IMPL_yosys_warnings=1
export IMPL_async_flop_share_pct=0
export IMPL_synthAdderAreaFrac_pct=0.883
export IMPL_endpoint_kind="output pin"
export IMPL_fin_skew_ns=0.00324
export IMPL_final_cells=291
export IMPL_ys_sh_simple_pct=17.4
export IMPL_cp_num_buf_inv=2
export IMPL_slew_headroom_pct=87.6
export IMPL_drv_cap=0
export IMPL_drv_slew=0
export IMPL_cellInternalPower_uw=3090
export IMPL_grt_max_degree=16
export IMPL_p_switching_uw=720
export IMPL_io_buffers=31
export IMPL_worst_path_max_fanout=3
export IMPL_path_cells="buf_6 -> and2_4 -> buf_6"
export IMPL_row_count=32
export IMPL_die_area_sq_mm=0.0117
export IMPL_p_seq_share_pct=42.7
export IMPL_holdCritPathClass="flop to flop"
export IMPL_critPathTopFamily="flip-flops"
export IMPL_ys_cells=128
export IMPL_ctsHoldBuffers=0
export IMPL_cellLeakagePower_uw=0.000973
export IMPL_yosys_area_top_type="dfxtp_1"
export IMPL_top_register="rgb565_o"
export IMPL_drc=0
export IMPL_synthMuxAreaShare_pct=12.0
export IMPL_p_per_area_mw_per_mm2=1690
export IMPL_area_growth_pct=59.3
export IMPL_grt_antenna_before_repair=0
export IMPL_synth_chip_area_sq_mm=0.00142
export IMPL_pwr_share_comb_pct=5.1
export IMPL_ys_top_logic_family="simple AND/OR/NAND/NOR gates"
[layout by cell type (no fill, tap or decap), types with 3 or more instances in the layout]
| cell type | count |
|---|---|
| dfxtp_2 | 19 |
| nor2_1 | 20 |
| and3_1 | 8 |
| dlygate4sd2_1 | 11 |
| mux2i_1 | 17 |
| buf_4 | 20 |
| dfxtp_4 | 3 |
| dfxtp_1 | 21 |
| clkdlybuf4s50_1 | 11 |
| buf_6 | 3 |
| clkdlybuf4s15_1 | 5 |
| nand2_1 | 5 |
| clkbuf_8 | 10 |
[cell type report]
| cell class | instances | area, sq um |
|---|---|---|
| clock buffer | 12 | 153 |
| clock inverter | 3 | 68.8 |
| fill | 769 | 5390 |
| inverter | 2 | 7.51 |
| multi-input combinational | 78 | 564 |
| sequential | 43 | 896 |
| tap | 102 | 128 |
| timing repair buffer | 51 | 439 |
[power groups by stage]
stage	combinational (uW)	clock, uW	sequential [uW]
final	194	1990	1630
after global routing	215	2160	1630
after CTS	193	2060	1630
[path summary, 6_finish.rpt]
| kind | from | endpoint | slack [ns] | cells past startpoint |
|---|---|---|---|---|
| worst min-delay path | rst_n_reg[0] | rst_n_reg[1] | 0.32 | 0 |
| max in group clk1 | cmos_fps[0] | cmos_fps[6] | -0.02 | 4 |
| worst min register to register | rst_n_reg[0] | rst_n_reg[1] | 0.32 | 0 |
| min in group clk1 | href_d[0] | href_d[1] | 0.35 | 0 |
| worst max-delay path | out_en | hs_o | -0.06 | 3 |
| worst max register to register | cmos_fps[0] | cmos_fps[6] | -0.02 | 4 |
[logic make-up (layout without fill, tap and decap cells)]
group,count (synthesis),in the layout
compound gates,11,11
xor+xnor,1,1
fa+ha+maj,1,1
buf+inv,7,68
flops,43,43
mux,17,17
simple gates,48,48
[per-layer routing]
layer / global-route usage, % / part of all wire, %
met1: 7.65 / 47
met2: 7.67 / 43
met3: 2.65 / 6.9
met4: 2.19 / 3.1
met5: 0 / 0
[timing repair]
item,in CTS,in global routing
setup endpoints to repair,22,16
resized,56,14
setup buffers,5,1
pin swaps,1,3
[per-stage QoR]
step                setup TNS (ns)  setup WS, ns
floorplan                        0       0.00995
global placement            -0.475        -0.191
detailed placement          -0.498        -0.177
CTS                         -0.205       -0.0767
global route                -0.435        -0.104
finish                      -0.143       -0.0611
